==> flow/design.v <==
`default_nettype none
module UART_WriteD(
   input Clock,
   input Reset,
   output ready,
   input send,
   output reg finish,
   input [7:0] data,
   output TX
   );
   parameter div = 217;  
   localparam S_IDLE = 1'h0;
   localparam S_SEND = 1'h1;
   reg [9:0] shift_reg;
   reg [31:0] cnt_freq;
   reg [3:0] cnt_bit;
   reg state;
   reg send_tr, pre_send;
   assign ready = Reset & (state == S_IDLE);
   assign TX = (state != S_SEND) | shift_reg[0];
   always @(negedge Clock, negedge Reset)
      if (~Reset)
         begin
            pre_send <= 1'b0;
            send_tr <= 1'b0;
         end
      else
         begin
            send_tr <= 1'b0;
            if(send && ~pre_send)
               send_tr <= 1'b1;
            pre_send <= send;
         end
   always @(posedge Clock, negedge Reset)
      if (~Reset)
         state <= S_IDLE;
      else if (state == S_IDLE && send_tr)
         state <= S_SEND;
      else if (state == S_SEND && ~|cnt_bit && ~|cnt_freq)
         state <= S_IDLE;
   always @(posedge Clock, negedge Reset)
      if (~Reset)
         shift_reg <= 10'b0;
      else if (state == S_IDLE && send_tr)
         shift_reg <= {1'b1,data,1'b0};
      else if (state == S_SEND && ~|cnt_freq)
         shift_reg <= shift_reg >> 1;
   always @(posedge Clock, negedge Reset)
      if (~Reset)
         cnt_bit <= 4'd9;
      else if (state == S_IDLE)
         cnt_bit <= 4'd9;
      else if (state == S_SEND && ~|cnt_freq)
         cnt_bit <= cnt_bit - 4'd1;
   always @(posedge Clock, negedge Reset)
      if (~Reset)
         cnt_freq <= div - 1;
      else if (state == S_SEND)
         cnt_freq <= ~|cnt_freq ? div - 1 : cnt_freq - 1;
      else
         cnt_freq <= div - 1;
   always @(posedge Clock, negedge Reset)
      if (~Reset)
         finish <= 1'b0;
      else if (state == S_SEND && ~|cnt_bit && ~|cnt_freq)
         finish <= 1'b1;
      else
         finish <= 1'b0;
endmodule
module UART_ReadD(
   input Clock,
   input Reset,
   output arrived,
   output reg [7:0] data,
   input RX
   );
   parameter div = 18;  
   localparam S_IDLE = 4'h0;
   localparam S_BITS = 4'h1;
   localparam S_BIT0 = 4'h2;
   localparam S_BIT1 = 4'h3;
   localparam S_BIT2 = 4'h4;
   localparam S_BIT3 = 4'h5;
   localparam S_BIT4 = 4'h6;
   localparam S_BIT5 = 4'h7;
   localparam S_BIT6 = 4'h8;
   localparam S_BIT7 = 4'h9;
   localparam S_BITX = 4'ha;
   reg [3:0] state;
   reg [31:0] cnt_freq;
   reg [3:0] cnt_wait;
   reg [7:0] shift_reg;
   assign arrived = (state == S_BITX) && waitx;
   always @(posedge Clock, negedge Reset)
      if (~Reset)
         data <= 8'b0;
      else if (state == S_BITX && ~|cnt_freq)
         data <= shift_reg;
   wire waitx = ~(|cnt_freq || |cnt_wait);
   always @(posedge Clock, negedge Reset)
      if (~Reset)
         state <= S_IDLE;
      else if (state == S_IDLE)
         begin
            if (~RX)
               state <= S_BITS;
         end
      else if (waitx)
         case (state)
            S_BITS: state <= S_BIT0;
            S_BIT0: state <= S_BIT1;
            S_BIT1: state <= S_BIT2;
            S_BIT2: state <= S_BIT3;
            S_BIT3: state <= S_BIT4;
            S_BIT4: state <= S_BIT5;
            S_BIT5: state <= S_BIT6;
            S_BIT6: state <= S_BIT7;
            S_BIT7: state <= S_BITX;
            S_BITX: state <= S_IDLE;
         endcase
   always @(posedge Clock, negedge Reset)
      if (~Reset)
         shift_reg <= 8'b0;
      else if (waitx)
         case (state)
            S_BITS, S_BIT0, S_BIT1, S_BIT2, S_BIT3, S_BIT4, S_BIT5, S_BIT6, S_BIT7:
               shift_reg <= {RX,shift_reg[7:1]};
         endcase
   always @(posedge Clock, negedge Reset)
      if (~Reset)
         cnt_wait <= 4'd0;
      else
         case (state)
            S_IDLE:
               cnt_wait <= 4'd4;
            S_BITS, S_BIT0, S_BIT1, S_BIT2, S_BIT3, S_BIT4, S_BIT5, S_BIT6, S_BIT7:
               if (waitx)
                  cnt_wait <= 4'd11;
               else if (~|cnt_freq)
                  cnt_wait <= cnt_wait - 4'd1;
            S_BITX:
               if (~waitx && ~|cnt_freq)
                  cnt_wait <= cnt_wait - 4'd1;
         endcase
   always @(posedge Clock, negedge Reset)
      if (~Reset)
         cnt_freq <= div - 1;
      else if (state == S_IDLE)
         cnt_freq <= div - 1;
      else
         cnt_freq <= ~|cnt_freq ? div - 1 : cnt_freq - 1;
endmodule
`default_nettype none
module UART_Demo(
   input Clock,
   input Reset,
   output ready,
   input send,
   output finish,
   input [7:0] data,
   output arrivedR,
   output [7:0] dataR,
   output RXTX);
   UART_WriteD writer(
      .Clock(Clock), .Reset(Reset),
      .ready(ready), .send(send), .finish(finish),
      .data(data),
      .TX(RXTX));
   UART_ReadD reader(
      .Clock(Clock), .Reset(Reset),
      .arrived(arrivedR),
      .data(dataR),
      .RX(RXTX));
endmodule
==> flow/run.sh <==
#!/bin/bash
# OpenROAD 26Q1-2900-gdf79404cd8, Yosys 0.63+post, stock flow scripts
make -C /OpenROAD-flow-scripts/flow DESIGN_CONFIG=/design/flow/config.mk WORK_HOME=/design/flow/orfs finish
==> flow/config.mk <==
export PLATFORM = sky130hd
export DESIGN_NAME = UART_Demo
export DESIGN_NICKNAME = UART_Demo
export VERILOG_FILES = /design/flow/design.v
export SDC_FILE = /design/flow/constraint.sdc
export NUM_CORES = 4
export LEC_CHECK = 1
export CORE_UTILIZATION = 40
==> flow/constraint.sdc <==
current_design UART_Demo

set clk_period 9.6
set clk_io_pct 0.2

create_clock -name clk0 -period $clk_period [get_ports {Clock}]

set non_clock_inputs [all_inputs -no_clocks]
set_input_delay [expr $clk_period * $clk_io_pct] -clock clk0 $non_clock_inputs
set_output_delay [expr $clk_period * $clk_io_pct] -clock clk0 [all_outputs]
==> GITHUB_STEP_SUMMARY <==
## Synthesis and layout report

| Metric | Value |
|---|---|
| Fin. Hold Viols | `0` |
| Post-CTS Setup Repair Bufs | `0` |
| Post-route setup slack | `2.56 ns` |
| CP Cell Sequence | `clkdlybuf4s50_1 -> nor2b_1` |
| ANT nets after route | `0` |
| Syn_area_per_cell | `about 11 um^2` |
| Clk Latency, worst-skew pair | `0.40 ns` |
| Tool warnings | `27` |
| P per Cell Area | `187 mW/mm^2` |
| FP Util | `0.416` |
| Layout cells sized above 1 | `0.156` |
| Dpl hpwl | `approximately 6300 um` |
| # diodes | `0` |
| Reg area | `0.00284 mm^2` |
| Post-synth top flop | `dfrtp_1` |
| Slew Limit Fails | `0` |
| Rows | `about 40` |
| Chip area | `0.0138 mm^2` |
| Rel. slew slack | `0.418` |
| Die X-Extent | `roughly 120 um` |
| Syn Inst Count | `498` |
| Fill count | `around 1100` |
| DRC | `0` |
| Most numerous logic cell after layout | `dfrtp_1` |
| Total negative slack | `0 ns` |
| CP max stage cell | `clkdlybuf4s50_1` |
| Slowest stage delay, CP | `0.41 ns` |
| Port Buffers | `22` |
| Count of library flops with an enable pin | `0` |
| Critical Path Source Type | `input port` |
| Maximum vdd drop | `132 uV` |
| Pleak | `between 0.002 and 0.003 uW` |
| Total global routing overflow | `0` |
| Crit path max-delay family | `buffers and inverters` |
| Num CTS Buffers | `17` |
| CP Capture Type | `flip-flop` |
| RSZ-0062 raised after global routing | `no` |
| Final Cell Area | `0.00631 mm^2` |
| Classification of the worst setup path | `in2reg` |
| Clock root cell | `clkbuf_16` |
| WL/cell | `13.5 um` |
| Largest net degree at the start of global routing | `42` |
| Die height | `118 um` |
| Starting DRT DRC Count | `271` |
| Max H-tree Level | `4` |
| Placed Area | `0.00576 mm^2` |
| First-pass GRT wire length | `17100 um` |
| Outcome | `finished clean` |
| Number of global-route vias before repair | `3600` |
| Place WS | `roughly 2.2 ns` |
| Sequential fraction of the synthesis area | `0.532` |
| Critical path arrival | `2.47 ns` |
| Max Cap Viol | `0` |
| Critical path buffers and inverters | `1` |
| Top-area cell share | `0.478` |
| Routed vias/inst | `5.17` |
| Registers, synthesis | `~110` |
| Core Area | `about 0.013 mm^2` |
| Yosys warns | `2` |
| Layout overhead on the synthesized area | `18.3%` |
| Total track usage | `0.154` |
| Slew at the pin with the worst max-slew slack | `0.870 ns` |
| Power consumption | `1180 uW` |
| Vias | `roughly 3700` |
| Ports | `23` |
| Setup-failing EPs final | `0` |
| Yosys Instances | `498` |
| CTS Buffer Depth | `2` |
| Most common logic cells in the final layout | `dfrtp_1, nor2_1, nand2_1` |
| Worst hold path class | `reg2reg` |
| 1st-pass router iterations | `6` |
| Worst-path clk slew | `0.04 ns` |
| Max FO, Critical Path | `2` |
| Gate Area | `between 0.002 and 0.0025 mm^2` |
| Post-Route WL | `slightly below 10000 um` |
| CTS tree | `built` |
| Dominant cell type by area after synthesis | `dfrtp_1` |
| Data required, critical path | `5.03 ns` |
| Post-CTS Resized | `0` |
| Synthesis area per yosys | `0.00534 mm^2` |
| Initial antenna violation count | `0` |
| Clock skew | `0.0193 ns` |
| Distinct cell type count after synthesis | `approximately 55` |
| Post-cts hold buffer count | `0` |
| Clock sinks | `113` |
| Post-Syn Area | `~0.0053 mm^2` |
| Placer Congestion | `0.791` |
| Top cells by area | `dfrtp_1, mux2_2, nor2_1` |
| Post-synth ARST share | `1.00` |
## kinds of logic after synthesis
family                   share of synthesized area
flip-flops                                   0.532
AND/OR/NAND/NOR                              0.220
XOR/XNOR                                    0.0689
multiplexers                                0.0605
buffers and inverters                       0.0237
adder cells (fa/ha/maj)                     0.0141
AND-OR/OR-AND                               0.0811
## synthesized netlist by cell type, types with 11 or more instances
cell / count
a21oi_1: 22
dfrtp_1: 102
inv_1: 16
mux2_2: 26
nand2_1: 28
nand4_1: 11
nor2_1: 70
nor3_1: 11
nor4_1: 13
o21ai_0: 12
or3_1: 12
or4_1: 14
xnor2_1: 21
xor2_1: 21
## where the power goes
part	internal [uW]	switching, uW	leakage, uW
clock network	381	200	0.000274
logic	31.9	38.7	0.00116
registers	507	22.5	0.00151
total	920	261	0.00294
## through the flow
stage | util | instances | hold WS, ns
2_1_floorplan | - | 498 | 0.331
6_report | 0.492 | 716 | 0.347
4_1_cts | 0.492 | 716 | 0.354
3_3_place_gp | 0.449 | 684 | 0.368
5_1_grt | 0.492 | 716 | 0.360
3_5_place_dp | 0.449 | 684 | 0.348
## routing by layer
layer | track usage | share of wire
met5 | 0 | 0
met4 | 0.0192 | 0.0070
met3 | 0.0331 | 0.030
met2 | 0.224 | 0.45
met1 | 0.253 | 0.51
## final cells by class
type	count	area share
multi-input combinational	355	0.377
tap	172	0.0341
clock buffer	26	0.0791
inverter	16	0.00951
timing repair buffer	28	0.0416
clock inverter	6	0.00912
sequential	113	0.450
## path summary, 6_finish.rpt
check                           startpoint             endpoint  slack (ns)  cells after the start
setup reg to reg            writer.send_tr  writer.shift_reg[6]        3.37                      3
min in group asynchronous            Reset    writer.cnt_bit[1]        1.48                      1
hold reg to reg            writer.pre_send       writer.send_tr        0.35                      1
max in group asynchronous            Reset       writer.send_tr        3.06                      1
hold / removal             writer.pre_send       writer.send_tr        0.35                      1
setup / recovery                      send       writer.send_tr        2.56                      2
Power and IR drop assume default switching activity.
