$ cat flow/config.mk
export PLATFORM = sky130hd
export DESIGN_NAME = PmodALS_Demo
export DESIGN_NICKNAME = PmodALS_Demo
export VERILOG_FILES = /design/flow/design.v
export SDC_FILE = /design/flow/constraint.sdc
export NUM_CORES = 4
export LEC_CHECK = 1
export CORE_UTILIZATION = 30
$ cat flow/constraint.sdc
current_design PmodALS_Demo

set clk_period 3.8
set clk_io_pct 0.2

create_clock -name clk0 -period $clk_period [get_ports {Clock}]

set non_clock_inputs [all_inputs -no_clocks]
set_input_delay [expr $clk_period * $clk_io_pct] -clock clk0 $non_clock_inputs
set_output_delay [expr $clk_period * $clk_io_pct] -clock clk0 [all_outputs]
$ cat flow/design.v
`default_nettype none
module PmodALS(
   input Clock,
   input Reset,
   output ready,
   input fetch,
   output reg arrived,
   output reg [7:0] illum,
   output SCLK,
   input MISO,
   output MOSI,
   output CS);
   localparam S_FINI = 1'h0;
   localparam S_SEND = 1'h1;
   reg state;
   reg spi_send;
   reg [2:0] pc;
   wire [15:0] spi_dataO;
   wire spi_ready, spi_arrx;
   assign ready = (state == S_FINI);
   always @(posedge Clock, negedge Reset)
      if (~Reset)
         begin
            state <= S_FINI;
            spi_send <= 1'b0;
         end
      else
         case (state)
            S_FINI:
               begin
                  spi_send <= 1'b0;
                  if (fetch)
                     state <= S_SEND;
               end
            S_SEND:
               if (spi_arrx)
                  state <= S_FINI;
               else if (~spi_send && spi_ready)
                  spi_send <= 1'b1;
               else
                  spi_send <= 1'b0;
         endcase
   always @(posedge Clock, negedge Reset)
      if (~Reset)
         arrived <= 1'b0;
      else if (spi_arrx)
         arrived <= 1'b1;
      else
         arrived <= 1'b0;
   always @(posedge Clock, negedge Reset)
      if (~Reset)
         illum <= 3'd0;
      else if (spi_arrx)
         illum <= spi_dataO[11:4];
   SPI_Master #(16) sm(
      .Clock(Clock), .Reset(Reset),
      .ready(spi_ready), .send(spi_send), .arrived(spi_arrx),
      .data(16'h5a5a), .dataO(spi_dataO),
      .SCLK(SCLK), .MISO(MISO),
      .MOSI(MOSI), .CS(CS));
endmodule
`default_nettype none
module PmodALS_Demo(
   input Clock,
   input Reset,
   input [7:0] illumValue,
   output ready,
   input fetch,
   output arrived,
   output [7:0] illum,
   output SCLK,
   output MISO,
   output MOSI,
   output CS);
   PmodALS mdl(
      .Clock(Clock), .Reset(Reset),
      .ready(ready), .fetch(fetch), .arrived(arrived),
      .illum(illum),
      .SCLK(SCLK), .MISO(MISO),
      .MOSI(MOSI), .CS(CS));
   SPI_Slave #(16) slave(
      .Clock(Clock), .Reset(Reset),
      .data({4'b0,illumValue,4'b0}),
      .SCLK(SCLK), .MISO(MISO),
      .MOSI(MOSI), .CS(CS));
endmodule
`default_nettype none
module SPI_Master(
   input Clock,
   input Reset,
   output ready,
   input send,
   output reg arrived,
   input [N-1:0] data,
   output reg [N-1:0] dataO,
   output reg SCLK,
   input MISO,
   inout MOSI,
   output CS
   );
   parameter N = 8;
   parameter div = 5;  
   localparam W = $clog2(N + 1);
   localparam S_IDLE = 1'h0;
   localparam S_SEND = 1'h1;
   reg [N-1:0] shift_reg;
   reg [7:0] cnt_freq;
   reg [W-1:0] cnt_bit;
   reg state;
   reg the_bit;
   assign ready = Reset & (state == S_IDLE);
   assign MOSI = (state == S_SEND) ? shift_reg[N-1] : 1'bz;
   assign CS = (state == S_SEND) ? 1'b0 : 1'b1;
   always @(posedge Clock, negedge Reset)
      if (~Reset)
         state <= S_IDLE;
      else if (state == S_IDLE && send)
         state <= S_SEND;
      else if (~|cnt_bit && ~|cnt_freq && ~SCLK)
         state <= S_IDLE;
   always @(posedge Clock, negedge Reset)
      if (~Reset)
         the_bit <= 1'b0;
      else if (~|cnt_freq && ~SCLK)
         the_bit <= MISO;
   always @(posedge Clock, negedge Reset)
      if (~Reset)
         shift_reg <= {N{1'b0}};
      else if (state == S_IDLE && send)
         shift_reg <= data;
      else if (~|cnt_freq && SCLK)
         shift_reg <= {shift_reg[N-2:0],the_bit};
   always @(posedge Clock, negedge Reset)
      if (~Reset)
         cnt_bit <= N;
      else if (state == S_IDLE)
         cnt_bit <= N;
      else if (~|cnt_freq && SCLK)
         cnt_bit <= cnt_bit - 1;
   always @(posedge Clock, negedge Reset)
      if (~Reset)
         SCLK <= 1'b0;
      else if (state == S_IDLE)
         SCLK <= 1'b0;
      else if (|cnt_bit && ~|cnt_freq)
         SCLK <= ~SCLK;
   always @(posedge Clock, negedge Reset)
      if (~Reset)
         cnt_freq <= div - 1;
      else if (state == S_IDLE)
         cnt_freq <= div - 1;
      else
         cnt_freq <= ~|cnt_freq ? div - 1 : cnt_freq - 1;
   always @(posedge Clock, negedge Reset)
      if (~Reset)
         dataO <= {N{1'b0}};
      else if (state == S_SEND && ~|cnt_bit && ~|cnt_freq && ~SCLK)
         dataO <= shift_reg;
   always @(posedge Clock, negedge Reset)
      if (~Reset)
         arrived <= 1'b0;
      else if (state == S_SEND && ~|cnt_bit && ~|cnt_freq && ~SCLK)
         arrived <= 1'b1;
      else
         arrived <= 1'b0;
endmodule
module SPI_Slave(
   input Clock,
   input Reset,
   output reg arrived,
   input [N-1:0] data,
   output reg [N-1:0] dataO,
   input SCLK,
   inout MISO,
   input MOSI,
   input CS
   );
   parameter N = 8;
   localparam W = $clog2(N);
   localparam S_IDLE = 1'h0;
   localparam S_SEND = 1'h1;
   reg [N-1:0] shift_reg;
   reg state;
   reg the_bit;
   reg old_clk;
   assign MISO = (state == S_SEND && ~CS) ? shift_reg[N-1] : 1'bz;
   always @(posedge Clock, negedge Reset)
      if (~Reset)
         state <= S_IDLE;
      else if (~CS)
         state <= S_SEND;
      else
         state <= S_IDLE;
   always @(posedge Clock, negedge Reset)
      if (~Reset)
         the_bit <= 1'b0;
      else if (~old_clk && SCLK)
         the_bit <= MOSI;
   always @(posedge Clock, negedge Reset)
      if (~Reset)
         old_clk <= 1'b0;
      else
         old_clk <= SCLK;
   always @(posedge Clock, negedge Reset)
      if (~Reset)
         shift_reg <= {N{1'b0}};
      else if (state == S_IDLE)
         shift_reg <= data;
      else if (old_clk && ~SCLK)
         shift_reg <= {shift_reg[N-2:0],the_bit};
   always @(posedge Clock, negedge Reset)
      if (~Reset)
         dataO <= {N{1'b0}};
      else if (state == S_SEND && CS)
         dataO <= shift_reg;
   always @(posedge Clock, negedge Reset)
      if (~Reset)
         arrived <= 1'b0;
      else if (state == S_SEND && CS)
         arrived <= 1'b1;
      else
         arrived <= 1'b0;
endmodule
$ cat flow/run.sh
#!/bin/bash
# OpenROAD 26Q1-2900-gdf79404cd8, Yosys 0.63+post, stock flow scripts
make -C /OpenROAD-flow-scripts/flow DESIGN_CONFIG=/design/flow/config.mk WORK_HOME=/design/flow/orfs finish
==> results.py <==
# Generated from Yosys and OpenROAD reports
metrics = {
    "run_status": {
        "outcome": "finished, final reports clean",
    },
    "synthesis": {
        "ys_chip_area_mm2": 0.00314,
        "ys.flop_type": "dfrtp_1",
        "yosys_cells": 296,
        "synth_warnings": 5,
        "synthCells": 296,
        "synth_flops": 71,
        "ys_async_sr_fraction": 1.00,
        "netlist_area_mm2": 0.00314,
        "syn_avg_cell_area_um2": 10.6,
        "largest_area_cell": "dfrtp_1",
        "ys_seq_frac": 0.566,
        "post_synth_num_cell_types": 43,
        "top_cell_area_share": 0.549,
        "edf_count": 0,
        "top_cells_by_area": "dfrtp_1 55%, nand2_1 4.9%, mux2_4 3.8%, mux2_2 3.6%, nand4_1 3.2%",
    },
    "cts": {
        "clk_path_buf_depth": 2,
        "clk_latency_ns": 0.34,
        "cts.repair.resized": 0,
        "ctsRootBufferMaster": "clkbuf_8",
        "cts-hold-fix-buffers": 0,
        "tritoncts": "built",
        "clock-sinks": 71,
        "h-tree-depth": 3,
        "post-cts-setup-buffers": 0,
        "cts_made_buffers": 9,
        "path_clk_slew_ns": 0.08,
    },
    "global_route": {
        "grt_usage": 0.118,
        "grt_pass1_wl_mm": 10.4,
        "overflow": 0,
        "antenna_found_initial": 0,
        "grt_max_degree": 42,
        "grt_pass1_vias": 2056,
    },
    "floorplan": {
        "die_h_um": 104,
        "core_region_area_mm2": 0.00995,
        "row_count": 36,
        "num_io_pins": 25,
        "die_x_um": 104,
        "fp_util": 0.316,
        "chip_area_mm2": 0.0109,
    },
    "setup_path": {
        "required_ns": 3.04,
        "end_kind": "output port",
        "startpoint": "mdl.sm.state",
        "worst-path-max-fanout": 16,
        "arrival_ns": 1.77,
        "worst-setup-path-type": "reg2out",
        "r2r_slack_ns": 1.28,
        "crit-reg2reg-launch": "mdl.sm.cnt_freq[0]",
        "startpoint_type": "flop",
    },
    "timing": {
        "skew_ns": 0.00663,
        "fin_setup_tns_ns": 0,
        "slew_headroom": 0.545,
        "whs_ns": 0.447,
        "fmax_ghz": 0.395,
        "fin_crit_ns": 2.53,
        "slew_viol_final": 0,
        "rsz0062_at_grt": "no",
        "setup_viol": 0,
        "finalClockPeriodUsage": 0.666,
        "finalHoldViolCount": 0,
        "tightestPinTransition_ns": 0.683,
    },
    "power": {
        "power_frac_comb": 0.297,
        "swShare": 0.362,
        "seqPwrFrac": 0.474,
        "irDropWorstVdd_v": 0.000282,
        "p_per_area_mw_per_mm2": 701,
        "p_switching_w": 0.000940,
        "clock_power_share": 0.229,
        "p_leak_nw": 1.64,
        "p_int_w": 0.00165,
    },
    "drt": {
        "ant_nets": 0,
        "dr_total_vias": 2197,
        "wire_per_inst_um": 13.0,
        "drt_pass1_iterations": 4,
        "drc_errors": 0,
        "drt_iter0_drc": 185,
        "vias_per_cell": 4.85,
        "routed_wl_mm": 5.90,
        "diodes": 0,
    },
    "final_layout": {
        "nFillCells": 949,
        "final_area_mm2": 0.00370,
        "syn_to_final_growth_pct": 17.8,
        "layout-drive-gt1-share": 0.150,
    },
    "placement": {
        "gp_congestion": 0.842,
        "dp.final_hpwl_mm": 3.77,
        "placed_cell_area_mm2": 0.00351,
        "port_buffers": 24,
    },
    "flow_run": {
        "warning_count": 26,
        "maxCapViolations": 0,
    },
    "worst_hold_path": {
        "hp-class": "in2async",
    },
}
stage by stage:
stage | power (W) | util | setup slack, ns | std cells
floorplan | 0.00177 | - | 1.61 | 296
global placement | 0.00199 | 0.352 | 1.34 | 437
detailed placement | 0.00201 | 0.352 | 1.31 | 437
CTS | 0.00262 | 0.372 | 1.27 | 453
global route | 0.00280 | 0.372 | 1.16 | 453
finish | 0.00260 | 0.372 | 1.27 | 453
logic make-up after synthesis:
group,count (synthesis),share of synthesized area
AND-OR/OR-AND,65,0.134
XOR/XNOR,2,0.00557
adder cells (fa/ha/maj),3,0.0119
buffers and inverters,40,0.0506
flip-flops,71,0.566
multiplexers,19,0.0772
AND/OR/NAND/NOR,96,0.154
layout make-up:
type / count / area (um^2) / share of cell area
multi-input combinational: 185 / 1220 / 0.328
clock inverter: 7 / 72.6 / 0.0196
timing repair buffer: 29 / 273 / 0.0737
clock buffer: 9 / 124 / 0.0335
sequential: 71 / 1780 / 0.481
tap: 133 / 166 / 0.0449
inverter: 19 / 71.3 / 0.0193
worst max-delay path: stages (launching register included):
cell and delay [ns]:
dfrtp_1 0.57, inv_1 0.33, clkdlybuf4s50_1 0.53
power by group through the flow:
stage / registers [W] / clock network, W / logic [W]
CTS: 0.00123 / 0.000613 / 0.000774
global route: 0.00127 / 0.000644 / 0.000880
finish: 0.00123 / 0.000595 / 0.000771
metal layers:
layer / vias to the layer above / routed length [um] / track usage
met5: - / 0 / 0
met4: 0 / 72 / 0.0133
met3: 6 / 277 / 0.0306
met2: 52 / 2460 / 0.158
met1: 1055 / 3100 / 0.200
li1: 1084 / - / -
cells in the mapped netlist, drive strengths merged (7+ instances only):
cell	count
a21boi	8
a21oi	13
a31oi	10
clkbuf	18
dfrtp	69
inv	19
mux2	18
nand2	41
nand4	16
nor2	13
nor3	7
o211ai	10
o21ai	12
layout by cell type, fill, tap and decap left out, types with 9 or more instances in the layout:
cell type / count
dfrtp_1: 69
nand2_1: 41
clkdlybuf4s50_1: 23
inv_1: 19
nand4_1: 16
a21oi_1: 13
nor2_1: 13
o21ai_0: 12
o211ai_1: 10
a31oi_1: 10
mux2_2: 10
clkbuf_8: 9
worst paths after layout:
check,end,cells after the start
worst max-delay path,CS,2
worst min-delay path,mdl.illum[6],1
worst max register to register,mdl.sm.dataO[4],5
worst min register to register,mdl.illum[1],1
max in group asynchronous,mdl.sm.cnt_freq[2],2
min in group clk0,mdl.illum[1],1
Power is estimated from default activity; no workload was simulated.
